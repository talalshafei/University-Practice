==> flow/design.v <==
module ALU(alu_opcode,A,B,O,zero_flag);
parameter size = 4;
(* keep = 1 *) input [size-1:0]A;
(* keep = 1 *) input [size-1:0]B;
(* keep = 1 *) input [2:0]alu_opcode;
(* keep = 1 *) output reg [size-1:0]O;
(* keep = 1 *) output reg zero_flag;
always@(alu_opcode)begin
	zero_flag = 0;
	case(alu_opcode)
		3'b001:  O = 1;      
		3'b010:  O = A + 1;  
		3'b011:  O = A - 1;  
		3'b101:  O = A;      
		3'b110:  O = A + B;  
		3'b111:  O = B;      
		default :  O = 4'b1111;    
	endcase
	if (A == 0)
		zero_flag = 1;
end
endmodule
module Calculator_top(START,RST,CLK,count,DONE,data_out);
parameter size = 4;
(* keep = 1 *) input START,RST,CLK;
(* keep = 1 *) input [size-1:0]count;
(* keep = 1 *) output DONE;
(* keep = 1 *) output [size-1:0]data_out;
(* keep = 1 *) wire ZERO_FLAG,Clk_out,wrt_en,load_data;
(* keep = 1 *) wire [1:0]wrt_addr,rd_addr1,rd_addr2;
(* keep = 1 *) wire [2:0]alu_opcode;
FSM F(START,ZERO_FLAG,RST,CLK,DONE,Clk_out,alu_opcode,rd_addr1,rd_addr2,wrt_addr,wrt_en,load_data);
FIBO_DATAPATH D (wrt_addr,wrt_en,Clk_out,load_data,rd_addr1,rd_addr2,alu_opcode,count,data_out,ZERO_FLAG);
endmodule
module D_FF( D, Clk, Q);
(* keep = 1 *) input D,Clk;
(* keep = 1 *) output reg Q=0;
always @ (posedge Clk)
	Q<=D;
endmodule
module FIBO_DATAPATH(wrt_adder,wrt_en,Clk,load_data,rd_addr1,rd_addr2,alu_opcode,count,data_out,zero_flag);
parameter size = 4;
(* keep = 1 *) input wrt_en, Clk, load_data;
(* keep = 1 *) input [1:0]wrt_adder, rd_addr1,rd_addr2;
(* keep = 1 *) input [size-1:0] count;
(* keep = 1 *) input [2:0]alu_opcode;
(* keep = 1 *) output zero_flag;
(* keep = 1 *) output [size-1:0]data_out;
(* keep = 1 *) wire [size-1:0]decod;
(* keep = 1 *) wire [size-1:0]a;
(* keep = 1 *) wire [size-1:0]d0,d1,d2,d3,d4;
(* keep = 1 *) wire [size-1:0]Q0,Q1,Q2,Q3;
(* keep = 1 *) wire [size-1:0]w,A,B;
two_to_four_line_decoder D(wrt_adder,decod);
and an0(a[0],decod[0],wrt_en);
and an1(a[1],decod[1],wrt_en);
and an2(a[2],decod[2],wrt_en);
and an3(a[3],decod[3],wrt_en);
two_to_one_mux4bit mux20(Q0,w,a[0],d0);
two_to_one_mux4bit mux21(Q1,w,a[1],d1);
two_to_one_mux4bit mux22(Q2,w,a[2],d2);
two_to_one_mux4bit mux23(Q3,w,a[3],d3);
four_bit_reg REG0(d0,Clk,Q0);
four_bit_reg REG1(d1,Clk,Q1);
four_bit_reg REG2(d2,Clk,Q2);
four_bit_reg REG3(d3,Clk,Q3);
four_to_one_mux4bit mux40(Q0,Q1,Q2,Q3,rd_addr1,A);
four_to_one_mux4bit mux41(Q0,Q1,Q2,Q3,rd_addr2,B);
ALU A_unit(alu_opcode,A,B,d4,zero_flag);
wire negClk;
not n(negClk,Clk);
four_bit_reg REG4(d4,negClk,data_out);
two_to_one_mux4bit mux24(data_out,count,load_data,w);
endmodule
module FIBO_DECO(opcode,operand1,operand2,alu_opcode,rd_addr1,rd_addr2,wrt_addr,wrt_en,load_data);
(* keep = 1 *) input [2:0]opcode;
(* keep = 1 *) input [1:0] operand1,operand2;
(* keep = 1 *) output [2:0]alu_opcode;
(* keep = 1 *) output [1:0] rd_addr1,rd_addr2,wrt_addr;
(* keep = 1 *) output wrt_en,load_data;
assign alu_opcode = opcode;
assign rd_addr1 = operand1;
assign rd_addr2  = operand2;
assign wrt_addr  = operand1;
assign wrt_en    = (opcode[2] || opcode[1] || opcode[0]) & ((~opcode[2]) || opcode[1] || (~opcode[0]));  
assign load_data = opcode[2] & (~opcode[1]) & (~opcode[0]);  
endmodule
module FIBO_FSM(START,ZERO_FLAG,RST,CLK,DONE,opcode,operand1,operand2,Clk_out);
(* keep = 1 *) input START,ZERO_FLAG,RST,CLK;
(* keep = 1 *) output reg[2:0]opcode;
(* keep = 1 *) output reg[1:0]operand1,operand2;
(* keep = 1 *) output reg DONE;
(* keep = 1 *) output Clk_out;
parameter S0 = 0, S1 = 1, S2 = 2, S3 = 3, S4 = 4, S5 = 5, S6 = 6, S7 = 7,
			 S8 = 8, S9 = 9, S10 = 10, S11 = 11, S12 = 12, S13 = 13, S14 = 14,
			 S15 = 15, S16 = 16;
(* keep = 1 *) reg [5:0]state,nextState;  
initial begin  
	state = S0;
	nextState = S0;
end
always@(posedge CLK or posedge RST)begin  
	if(RST) 
		state <= S0;
	else
		state <= nextState;
end
always@(state)begin
	case(state)
		S0:  {DONE,opcode,operand1,operand2} = 0;
		S1:  {DONE,opcode,operand1,operand2} = 8'b01001100;
		S2:  {DONE,opcode,operand1,operand2} = 8'b00010000;
		S3:  {DONE,opcode,operand1,operand2} = 8'b00010100;
		S4:  {DONE,opcode,operand1,operand2} = 8'b01111111;
		S5:  {DONE,opcode,operand1,operand2} = 8'b01011111;
		S6:  {DONE,opcode,operand1,operand2} = 8'b01111000;
		S7:  {DONE,opcode,operand1,operand2} = 8'b01011000;
		S8:  {DONE,opcode,operand1,operand2} = 8'b01100001;
		S9:  {DONE,opcode,operand1,operand2} = 8'b01010001;
		S10: {DONE,opcode,operand1,operand2} = 8'b01110110;
		S11: {DONE,opcode,operand1,operand2} = 8'b01010100;
		S12: {DONE,opcode,operand1,operand2} = 8'b00111100;
		S13: {DONE,opcode,operand1,operand2} = 8'b01011100;
		S14: {DONE,opcode,operand1,operand2} = 8'b01111111;
		S15: {DONE,opcode,operand1,operand2} = 8'b01011100;
		S16: {DONE,opcode,operand1,operand2} = 8'b10001010;
	endcase
end
assign Clk_out = CLK;  
always@(state or START or ZERO_FLAG)begin  
	nextState = S0;
	if(START == 0) 
		nextState <= S0;
	else begin
		case(state)
			S0: nextState = S1;
			S1: nextState = S2;
			S2: nextState = S3;
			S3: nextState = S4;
			S4:begin 
					if(!ZERO_FLAG)
						nextState = S5;
					else
						nextState = S1;
				end
			S5: nextState = S6;
			S6: nextState = S7;
			S7: nextState = S8;
		   S8: nextState = S9;
			S9: nextState = S10;
			S10: nextState = S11;
			S11: nextState = S12;
			S12: nextState = S13;
			S13: nextState = S14;
			S14:begin 
					if(ZERO_FLAG)
						nextState = S15;
					else
						nextState = S6;
				end
			S15: nextState = S16;
			S16: nextState = S16;	
		endcase
	end
end
endmodule
module FSM(START,ZERO_FLAG,RST,CLK,DONE,Clk_out,alu_opcode,rd_addr1,rd_addr2,wrt_addr,wrt_en,load_data);
(* keep = 1 *) input START,ZERO_FLAG,RST,CLK;
(* keep = 1 *) output DONE,Clk_out;
(* keep = 1 *) output [2:0]alu_opcode;
(* keep = 1 *) output [1:0] rd_addr1,rd_addr2,wrt_addr;
(* keep = 1 *) output wrt_en,load_data;
(* keep = 1 *) wire [2:0]opcode;
(* keep = 1 *) wire [1:0]operand1,operand2;
FIBO_FSM f(START,ZERO_FLAG,RST,CLK,DONE,opcode,operand1,operand2,Clk_out);
FIBO_DECO d(opcode,operand1,operand2,alu_opcode,rd_addr1,rd_addr2,wrt_addr,wrt_en,load_data);
endmodule
module four_bit_reg(D,Clk,Q);
parameter size = 4;
(* keep = 1 *) input [size - 1:0] D;
(* keep = 1 *) input Clk;
(* keep = 1 *) output [size-1:0]Q;
genvar i;
generate
	for(i=0;i<size;i=i+1)begin:top
		D_FF dff(D[i],Clk,Q[i]);
	end
endgenerate
endmodule	
module four_to_one_mux4bit(A,B,C,D,S,O);
parameter size = 4;
(* keep = 1 *) input [size-1:0]A;
(* keep = 1 *) input [size-1:0]B;
(* keep = 1 *) input [size-1:0]C;
(* keep = 1 *) input [size-1:0]D;
(* keep = 1 *) input [1:0]S;
(* keep = 1 *) output reg [size-1:0]O;
always@(S)begin
	case(S)
		2'b00: O = A;
		2'b01: O = B;
		2'b10: O = C;
		2'b11: O = D;
	endcase
end
endmodule
module two_to_four_line_decoder(Y,D);
(* keep = 1 *) input [1: 0] Y;
(* keep = 1 *) output reg[3:0] D;
always@(Y)begin
D=0;
D[Y]=1;
end
endmodule
module two_to_one_mux4bit(A,B,S,O);
parameter size = 4;
(* keep = 1 *) input [size-1:0] A;
(* keep = 1 *) input [size-1:0]B;
(* keep = 1 *) input S;
(* keep = 1 *) output [size-1:0] O;
assign O = S ? B : A ;
endmodule
==> flow/run.sh <==
#!/bin/bash
# OpenROAD 26Q1-2900-gdf79404cd8, Yosys 0.63+post, stock flow scripts
make -C /OpenROAD-flow-scripts/flow DESIGN_CONFIG=/design/flow/config.mk WORK_HOME=/design/flow/orfs finish
==> flow/config.mk <==
export PLATFORM = sky130hd
export DESIGN_NAME = Calculator_top
export DESIGN_NICKNAME = Calculator_top
export VERILOG_FILES = /design/flow/design.v
export SDC_FILE = /design/flow/constraint.sdc
export NUM_CORES = 4
export LEC_CHECK = 1
export CORE_UTILIZATION = 40
==> flow/constraint.sdc <==
current_design Calculator_top

set clk_period 2.5
set clk_io_pct 0.2

create_clock -name clk0 -period $clk_period [get_ports {CLK}]

set non_clock_inputs [all_inputs -no_clocks]
set_input_delay [expr $clk_period * $clk_io_pct] -clock clk0 $non_clock_inputs
set_output_delay [expr $clk_period * $clk_io_pct] -clock clk0 [all_outputs]
==> flow_summary.ini <==
; synthesis and place-and-route metrics
[route]
wl_per_cell_um = 14.2
diodes = 0
drcViolationCount = 0
vias = 1194
postRouteAntennaNets = 0
routed_wl_um = 3190
drtIter0Drc = 43
via_per_inst = 5.31
first_pass_iters = 4

[worst_setup_path]
crit_path_end_kind = register
critPathMaxFanout = 3
worst-setup-path-type = reg -> reg
rrSetupSlack_ns = -0.99
startpoint_type = register
worstPathRequired_ns = 1.45
crit_start = D.REG2.top[1].dff.Q
ff2ff_path_depth = 10
r2r-start = D.REG2.top[1].dff.Q
arrival_ns = 2.44

[pwr]
power.leakage_nw = 0.737
irDropWorstVdd_v = 0.000328
power.total_w = 0.000764
power_density_nw_per_um2 = 393

[floorplan]
fp_util_pct = 42.5
num_rows = 23
chipArea_um2 = 4570
io_pins = 12
die_w_um = 67.6
fp.dieH_um = 67.6
core_area_um2 = 4060

[placed_design]
port-buffer-count = 11
dp.final_hpwl_um = 2440
dp.cells = 218
place_congestion = 0.809

[synthesis]
synthesis.area_um2 = 1720
syn_inst = 168
synth_warnings = 5
syn_avg_cell_area_um2 = 10.3

[clocking]
clk_latency_ns = 0.34
cts_setup_buffers = 0
path_clk_slew_ns = 0.09
cts_tree = built
cts_buffer_depth = 2
root_buffer = clkbuf_8
ctsHtreeMaxLevel = 1
cts_buffers = 3

[sta]
unclocked_pins = 8
tns_ns = -3.46
hold_ws_ns = 0.420
untimed_endpoints = 25
clock_skew_ns = 0.0732
grt_setup_unrepaired = yes
setup_ws_ns = -0.986
slew_viol_final = 0
max-slew-margin-rel_pct = 68.2
finalSetupViolations = 6
hold_viol = 0
worst_pin_slew_ns = 0.476

[final_layout]
flop_area_um2 = 810
lay_top_count = edfxtp_1
instances_no_fill = 225
drive_gt1_share_pct = 21.7
syn_to_final_growth_pct = 12.9
lay_top_cells = edfxtp_1, nand2_1, inv_1
final_core_util_pct = 47.9
nFillCells = 351
mi_logic_area_um2 = 822

[global_route]
grt_pass1_wl_um = 5260
grt-ovfl-total = 0
grt_max_degree = 17
grt.total_usage_pct = 16.6
antenna_found_initial = 0
grt_pass1_vias = 1070

[flow_run]
warnings = 32
drv_cap = 0

[run_status]
violations = setup timing
status = finished with violations

[min_path]
hold_path.class = in -> async
-- routing by layer --
metal,vias to the layer above,wire length [um],global-route usage [%]
met5,-,0,0
met4,0,23,1.60
met3,2,217,6.51
met2,24,1420,22.8
met1,573,1530,27.4
li1,595,-,-
-- state kept, by name, summed over array words and instances (netlist names) --
signal / flops
D.REG0.top.dff.Q: 4
F.f.operand1: 2
D.REG4.top.dff.Q: 4
D.REG1.top.dff.Q: 4
D.REG2.top.dff.Q: 4
F.f.opcode: 3
F.f.operand2: 2
D.REG3.top.dff.Q: 4
F.f.DONE: 1
F.f.state: 5
-- worst max-delay path, stage by stage (launching register included) --
cell and delay (ns):
edfxtp_1 0.40, mux4_2 0.48, a21o_1 0.18, nand2_2 0.08
inv_2 0.05, ha_4 0.20, a21o_1 0.18, a21oi_2 0.17
xnor2_1 0.10, a221oi_1 0.24, nand3_1 0.09
-- where the power goes --
part | leakage [nW] | internal, W | switching [W]
registers | 0.300 | 0.000442 | 0.0000102
clock network | 0.0470 | 0.000123 | 0.000149
logic | 0.390 | 0.0000211 | 0.0000187
total | 0.737 | 0.000586 | 0.000178
-- cell type report --
cell class | instances | share of cell area, %
clock inverter | 5 | 1.22
inverter | 14 | 2.70
multi-input combinational | 104 | 42.3
tap | 50 | 3.22
sequential | 33 | 41.6
timing repair buffer | 16 | 6.82
clock buffer | 3 | 2.12
-- metrics by stage --
step | setup slack (ns) | cell area, um2
5_1_grt | -1.14 | 1940
2_1_floorplan | -0.972 | 1750
6_report | -0.986 | 1940
3_3_place_gp | -1.03 | 1870
4_1_cts | -0.996 | 1940
3_5_place_dp | -1.08 | 1870
-- path summary, 6_finish.rpt --
| check | endpoint |
|---|---|
| worst max-delay path | D.REG4.top[3].dff.Q |
| worst min-delay path | F.f.state[4] |
| worst max register to register | D.REG4.top[3].dff.Q |
| worst min register to register | F.f.state[3] |
| max in group asynchronous | F.f.state[0] |
| min in group clk0 | F.f.state[3] |
-- timing repair --
| item | 4_1_cts | 5_1_grt |
|---|---|---|
| cloned | 0 | 0 |
| hold buffers | 0 | 0 |
| resized | 14 | 2 |
| setup endpoints to repair | 8 | 8 |
Power is estimated from default activity; no workload was simulated.
